`flow/run.sh`:
```
#!/bin/bash
# OpenROAD 26Q1-2900-gdf79404cd8, Yosys 0.63+post, stock flow scripts
make -C /OpenROAD-flow-scripts/flow DESIGN_CONFIG=/design/flow/config.mk WORK_HOME=/design/flow/orfs finish
```
`flow/design.v`:
```
`timescale 1ns / 1ps
module vga_sync(
    input vga_clk,  
    input reset,
    output reg hsync,
    output reg vsync,
    output video_on,
    output reg [9:0] pixel_x,
    output reg [9:0] pixel_y
    );
	reg [9:0] h_count;
	reg [9:0] v_count;
	wire [9:0] row;
	wire [9:0] col;
	wire v_sync, h_sync;
	wire h_end, v_end, pixel_tick;
	always @(posedge vga_clk) begin
		if (reset) h_count <= 10'h0;
		else if(h_count == 10'd799)
			h_count <= 10'h0;
		else h_count <= h_count + 10'h1;
		pixel_x = col;
		pixel_y = row;
		hsync = h_sync;
		vsync = v_sync;
	end
	always @(posedge vga_clk or posedge reset) begin
		if(reset) v_count <= 10'h0;
		else if (h_count == 10'd799) begin
			if(v_count == 10'd524) v_count <= 10'h0;
			else v_count <= v_count + 10'h1;
		end
	end
	assign row = v_count - 10'd35;  
	assign col = h_count - 10'd143;  
	assign h_sync = (h_count > 10'd95);  
	assign v_sync = (v_count > 10'd1);  
	assign video_on = (
		h_count > 10'd142 &&
		h_count < 10'd783 &&  
		v_count > 10'd34 &&
		v_count < 10'd515);  
endmodule
```
`flow/constraint.sdc`:
```
current_design vga_sync

set clk_period 3.2
set clk_io_pct 0.2

create_clock -name clk0 -period $clk_period [get_ports {vga_clk}]

set non_clock_inputs [all_inputs -no_clocks]
set_input_delay [expr $clk_period * $clk_io_pct] -clock clk0 $non_clock_inputs
set_output_delay [expr $clk_period * $clk_io_pct] -clock clk0 [all_outputs]
```
`flow/config.mk`:
```
export PLATFORM = sky130hd
export DESIGN_NAME = vga_sync
export DESIGN_NICKNAME = vga_sync
export VERILOG_FILES = /design/flow/design.v
export SDC_FILE = /design/flow/constraint.sdc
export NUM_CORES = 4
export LEC_CHECK = 1
export CORE_UTILIZATION = 30
```
==> changes_impl.md <==
## Implementation

- Routability Congestion: 0.8311
- Count of different cell masters after synthesis: 42
- Wire length of the first global-routing pass: 5.271 mm
- Clock tree from TritonCTS: done
- Final worst path period need: 2.936 ns
- Average wire per standard cell: 11.59 um
- Post-Syn Instances: 183
- RSZ-0062 raised after global routing: false
- Width of the die: 80.70 um
- Maximum clock frequency: 340.6 MHz
- Total GRT Usage: 0.1048
- Summed negative setup slack over all endpoints: 0 ns
- Effective utilization at floorplan: 0.3120
- Worst clock skew: 0.007317 ns
- Required time of the critical path: 2.56 ns
- Layout Area Growth over Synthesis: 19.93%
- Met1 demand-to-capacity share in global routing: 0.1619
- Logic area: 863.3 um^2
- Arrival time at the worst endpoint: 2.30 ns
- Critical Path Most Common Cell: a31oi_1
- Stage delay of the slowest cell on the critical path: 0.45 ns
- Clk buf depth: 2
- Level count of the clock H-tree: 2
- Vert. Die Dim: 80.70 um
- Fraction of synthesis flops using an asynchronous set or reset pin: 0.2381
- Number of sinks handled by clock tree synthesis: 42
- Worst-margin pin slew: 0.5468 ns
- Max IR drop VDD: 0.2626 mV
- Core occupancy in the finished layout: 0.3742
- Hold/Removal Path Class: flip-flop to flip-flop
- Remaining Overflow, GRT: 0
- Main flop type after synthesis: dfxtp_1
- Maximum fanout encountered on the critical timing path: 7
- Number of synthesized flops with an enable pin: 0
- Via count of the first global-routing pass: 1,118
- Tightest slew margin relative to the limit: 0.6307
- ANT cells: 0
- Post-Place Worst Slack: 0.5887 ns
- Number of fill cells: 585
- Post-cts sizing count: 0
- CP endpoint kind: output port
- Layout Cell Area excl Fill: 2228 um^2
- Total Power Consumption: 0.0009708 W
- Area share of the leading cell type in the synthesized netlist: 0.3448
- Outcome: finished, final reports clean
- CTS buffer count: 5
- Quantity of I/O buffers inserted on ports: 24
- Leading area contributor after synthesis: dfxtp_1
- Total count of max-transition violations in the final report: 0
- Busiest layer in global routing: met1
- Floorplan Core Area: 5956 um^2
- CTS hold repair buffers: 0
- Synthesized area per cell: 10.15 um^2
- Chain of cells forming the critical path: ha_1, nor3_1, a31oi_1, a31oi_1, o311a_1, clkdlybuf4s50_1
- Cell count listed in synth_stat.txt: 183
- Area of the die: 6512 um^2
- Flip-flop and latch count after synthesis: 42
- Vias after detailed routing: 1,325
- Count of boundary I/O pins: 25
- Final worst setup slack: 0.2639 ns
- Areal power density over the cells: 435.6 nW/um^2
- Number of nets still failing antenna checks after routing: 0
- Startpoint kind of the worst setup timing path: flip-flop
- Biggest area cells: dfxtp_1 (34%), dfrtp_1 (13%), xor2_1 (7.5%)
- Root buf cell: clkbuf_8
- Number of iterations in the first detailed-routing pass: 4
- Placement row count: 28
- Setup slack of the worst register-to-register path: 1.57 ns
- Count of yosys warnings during synthesis: 1
- Drc violations: 0
- Hold violation count in the final report: 0
- Sum of routed wire length over all layers: 3.221 mm
- Worst Path Class, Setup: flip-flop to output port
- Tool warnings: 30
- Slowest stage cell on the critical path: clkdlybuf4s50_1
- Clock insertion delay at the later pin of the skew report: 0.29 ns
- Register Area: 890.9 um^2
- Total of endpoints with negative setup slack in the final report: 0
- Fraction of layout cells with a size suffix above 1: 0.08867
- Maximum number of pins on one net before global-route repair: 16
- Hpwl dp: 2.201 mm
- Number of antenna violations at the first check in global routing: 0
- Setup repair bufs after CTS: 0
- GR Layer Usage met3: 0.01615
- Ratio of final minimum period to clock period: 0.9175
- Cell area reported after detailed placement: 2118 um^2
- Max-Cap Viols: 0
- P_leak: 0.9180 nW
- Cell area after technology mapping: 1858 um^2
- Drt first-iter violations: 90
- Clock-pin slew of the registers on the worst-case setup and hold paths: 0.08 ns
- Drt via density: 4.766
- Chip area line of the yosys report: 1858 um^2
- Met2 Use GR: 0.1593
- Synth Seq Share: 0.4795
-- through the flow --
step / hold slack [ns] / std cells
2_1_floorplan: 0.4140 / 183
3_3_place_gp: 0.4366 / 270
3_5_place_dp: 0.4477 / 270
4_1_cts: 0.4673 / 278
5_1_grt: 0.4853 / 278
6_report: 0.4645 / 278
-- synthesized netlist by cell type (all sizes together), types with 3 or more instances --
library cell	number
dfxtp	32
nand2	16
nor2	16
xor2	16
buf	10
dfrtp	10
inv	8
ha	7
nand3	7
o21ai	7
xnor2	7
nand4	6
a31oi	4
and3	4
and4	4
nor3	4
o31ai	3
o41ai	3
-- final cells by class --
| class | instances | area share |
|---|---|---|
| multi-input cells | 121 | 0.3874 |
| clock inverters | 2 | 0.01684 |
| clock buffers | 6 | 0.03257 |
| inverters | 8 | 0.01348 |
| well taps | 75 | 0.04211 |
| flip-flops and latches | 42 | 0.3998 |
| repair buffers | 24 | 0.1078 |
-- report_power, final --
part	switching [W]	total (W)	internal, W	leakage, nW
registers	0.00000502	0.000537	0.000532	0.400
logic	0.00000951	0.0000218	0.0000123	0.467
clock network	0.000179	0.000412	0.000233	0.0514
-- worst paths after layout --
kind                       startpoint         end  depth (start not counted)
min                        h_count[0]  pixel_x[0]                          1
min reg2reg                h_count[0]  pixel_x[0]                          1
min in group asynchronous       reset  v_count[5]                          2
max in group asynchronous       reset  v_count[2]                          2
max reg2reg                h_count[1]  v_count[3]                          5
max                        v_count[0]    video_on                          6
-- kinds of logic (layout without fill, tap and decap cells) --
logic type,after synthesis,in the layout,share of synthesized area
AND/OR/NAND/NOR,67,67,0.2155
flip-flops,42,42,0.4795
AND-OR/OR-AND,24,24,0.09360
XOR/XNOR,23,23,0.1084
buffers and inverters,20,40,0.05589
adder cells (fa/ha/maj),7,7,0.04714
-- registers in the layout, summed over array words and instances, names as in the netlist --
| signal | count |
|---|---|
| h_count | 10 |
| hsync | 1 |
| pixel_x | 10 |
| pixel_y | 10 |
| v_count | 10 |
| vsync | 1 |
-- critical path: cells and delay by family, from the launching register on --
family | cells | cell delay (ns)
DFF | 1 | 0.43
adders and majority gates | 1 | 0.30
buffers and inverters | 1 | 0.45
AOI/OAI and AO/OA | 3 | 0.54
and+or+nand+nor | 1 | 0.26
-- routing by layer --
layer	part of all wire	vias up
met5	0	-
met3	0.053	6
li1	-	660
met4	0.021	0
met2	0.45	38
met1	0.48	621
-- cells in the final DEF (no fill, tap or decap), types with 2 or more instances in the layout --
cell / count
dfxtp_1: 32
a31oi_1: 4
nand2_1: 15
a21oi_1: 2
clkdlybuf4s50_1: 24
xor2_1: 16
xnor2_1: 7
and3_1: 4
nor4_1: 2
inv_1: 8
nand3_1: 7
o21ai_0: 7
nand4_1: 4
o31ai_2: 2
clkbuf_8: 5
o41ai_1: 3
nand2b_1: 2
and2_1: 2
and4_4: 2
nor3_1: 3
nor2_1: 15
nand4_4: 2
dfrtp_1: 10
ha_1: 7
No activity file was given, so power comes from the tool's default toggle rates.
