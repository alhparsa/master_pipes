**design.v**
```verilog
`timescale 1ns / 1ps
module Keyboard_Access(
    input ps2d,
    input ps2c,
    output reg [5:0] KEY_BUTTON,
    input clk
    );
	reg [7:0] num_clk;
	reg new_clk;
	always @(posedge clk)begin
		if (num_clk != 8'hff)
			num_clk <= num_clk + 1;
		else
			num_clk <= 8'h0;
			new_clk = ~new_clk;
	end
	reg isArrow;
	reg isRelease;
	wire ready;
	wire [7:0] dout;
	wire [7:0] prev;
	reg [7:0] key_code;
	initial begin
		KEY_BUTTON = 6'b0;
		isArrow = 1'b0;
		isRelease = 1'b0;
	end
	PS2_Sync m0(
		.ps2d(ps2d),
		.ps2c(ps2c),
		.clk(new_clk),
		.dout(dout),
		.pout(prev));
	always @(posedge new_clk) begin
		if(dout == 8'h1d)  
			if(prev == 8'hf0)  
				KEY_BUTTON[0] = 1'b0;
			else KEY_BUTTON[0] = 1'b1;
		else if(dout == 8'h1b)  
			if(prev == 8'hf0)  
				KEY_BUTTON[1] = 1'b0;
			else KEY_BUTTON[1] = 1'b1;
		else if(dout == 8'h1c)  
			if(prev == 8'hf0)  
				KEY_BUTTON[2] = 1'b0;
			else KEY_BUTTON[2] = 1'b1;
		else if(dout == 8'h23)  
			if(prev == 8'hf0)  
				KEY_BUTTON[3] = 1'b0;
			else KEY_BUTTON[3] = 1'b1;
		else if(dout == 8'h29)  
			if(prev == 8'hf0)  
				KEY_BUTTON[4] = 1'b0;
			else KEY_BUTTON[4] = 1'b1;
		else if(dout == 8'h2d)  
			if(prev == 8'hf0)  
				KEY_BUTTON[5] = 1'b0;
			else KEY_BUTTON[5] = 1'b1;
	end
endmodule
`timescale 1ns / 1ps
module PS2_Sync(
    input ps2d,
    input ps2c,
    input clk,
    output [7:0] dout,
	 output [7:0] pout
    );
	reg [7:0] filter_reg;
	reg ps2c_reg;
	wire [7:0] filter_next;
	reg [7:0] data, curr, prev;
	reg [4:0] count;
	assign dout = curr;
	assign pout = prev;
	assign filter_next = {filter_reg[6:0],ps2c};
	initial begin
		count = 4'b1;
		filter_reg = 8'b0;
		data = 8'b0;
		prev = 8'b0;
	end
	always @(posedge clk) begin
		filter_reg = filter_next;
		ps2c_reg = (filter_reg == 8'b0)? 1'b0 :
			(filter_reg == 8'b1111_1111)? 1'b1 : ps2c_reg;
	end
	always @(negedge ps2c_reg) begin
		case(count)
			1: begin curr <= 8'h0; prev <= data; end 
			2: data[0] <= ps2d;
			3: data[1] <= ps2d;
			4: data[2] <= ps2d;
			5: data[3] <= ps2d;
			6: data[4] <= ps2d;
			7: data[5] <= ps2d;
			8: data[6] <= ps2d;
			9: data[7] <= ps2d;
			10: curr <= data;  
			11: ;  
		endcase
		if (count < 4'd11) count <= count+1'b1;
		else count <= 1'b1;
	end
endmodule
```
**run.sh**
```bash
#!/bin/bash
# OpenROAD 26Q1-2900-gdf79404cd8, Yosys 0.63+post, stock flow scripts
make -C /OpenROAD-flow-scripts/flow DESIGN_CONFIG=/design/flow/config.mk WORK_HOME=/design/flow/orfs finish
```
**config.mk**
```make
export PLATFORM = sky130hd
export DESIGN_NAME = Keyboard_Access
export DESIGN_NICKNAME = Keyboard_Access
export VERILOG_FILES = /design/flow/design.v
export SDC_FILE = /design/flow/constraint.sdc
export NUM_CORES = 4
export LEC_CHECK = 1
export CORE_UTILIZATION = 30
```
**constraint.sdc**
```tcl
current_design Keyboard_Access

set clk_period 1.0
set clk_io_pct 0.2

create_clock -name clk0 -period $clk_period [get_ports {clk}]

set non_clock_inputs [all_inputs -no_clocks]
set_input_delay [expr $clk_period * $clk_io_pct] -clock clk0 $non_clock_inputs
set_output_delay [expr $clk_period * $clk_io_pct] -clock clk0 [all_outputs]
```
==> GITHUB_STEP_SUMMARY <==
## Implementation flow summary

| Metric | Value |
|---|---|
| Gate Count Post-Synth | 115 |
| Overall Global Routing Usage | 6.78% |
| GRT overflow | 0 |
| Met1 Usage GRT | 9.01% |
| Log Warnings | 31 |
| Dpl cells | 193 |
| WL per Instance | 9.63 µm |
| Reg2Reg Capture Point | new_clk |
| Setup slack after layout | 0.546 ns |
| Register pins left without a clock | 43 |
| Cell type with the largest total area | edfxtp_1 |
| Yosys stat area | 1700 µm² |
| Worst Setup EP | new_clk |
| Detail Route Antenna Nets | 0 |
| Critical Path Max Stage Delay | 0.31 ns |
| FP Util | 31.0% |
| Buffers on Ports | 8 |
| WP buf/inv | 1 |
| Top cells by area | edfxtp_1, dfxtp_1, nand2b_4, and2_1, ha_1 |
| Initial antenna violation count | 0 |
| Worst EP arrival | 0.34 ns |
| Setup slack at placement | 0.545 ns |
| Final min period | 0.454 ns |
| Setup Skew | 0 ns |
| Max_cap viols | 0 |
| Yosys cell count | 115 |
| Routability Congestion | 0.809 |
| Critical Path End Type | flip-flop |
| Crit path DRT | 0.89 ns |
| Drt via density | 4.25 |
| Critical path type | flip-flop to flip-flop |
| Syn Area/Cell | 14.8 µm² |
| Worst Reg2Reg Path Length in Cells | 1 |
| Most frequent cell after synthesis | edfxtp_1 |
| Period Utilization, post-route | 45.4% |
| Boundary pin count | 9 |
| Post-synthesis async set-or-reset flop share | 0% |
| Detailed Place HPWL | 1.49 mm |
| Setup violators final | 0 |
| Proportion of layout cells with a drive suffix above 1 | 8.26% |
| Crit path max fanout | 2 |
| Critical Path Start | new_clk |
| Largest net degree at the start of global routing | 31 |
| CP delay by family, top | flip-flops |
| Die H | 77.3 µm |
| Min-Delay Path Class | flip-flop to flip-flop |
| Synthesized cell area | 1700 µm² |
| Setup bufs post-CTS | 0 |
| Worst path depth | 1 |
| Ys flop type | edfxtp_1 |
| CP Launch Type | flip-flop |
| Drt initial violations | 18 |
| Worst Max-Slew Pin Slew | 0.719 ns |
| Fin util | 33.7% |
| DR pass1 iterations | 4 |
| Fmax | 2200 MHz |
| Status | complete, no violations |
| Met3 Track Usage GR | 0.726% |
| PostCTS Resize Cnt | 0 |
| Yosys warns | 2 |
| Slew headroom | 52.0% |
| Peak VDD IR | 80.0 µV |
| Clock transition at path regs | 0 ns |
| RSZ-0062 raised after global routing | false |
| Post-synth EDFFs | 30 |
| M2 GR Usage | 12.9% |
| Most common library cells after synthesis | edfxtp_1, dfxtp_1, and2_1, nor2_1, inv_1 |
| Die width | 77.3 µm |
| Number of unconstrained endpoints | 78 |
| Crit-path cells | inv_1 |
| Cts hold-fix bufs | 0 |
| Via count of the first global-routing pass | 805 |
| GRT busiest layer | met2 |
| Total vias in the final route | 820 |
| Leak | 0.621 nW |
| Rows | 27 |
| Layout area overhead | 8.47% |
| Largest regs | m0.curr (8), m0.data (8), m0.prev (8) |
| Worst r2r src | new_clk |
| Slowest cell on crit path | dfxtp_1 |
| Post-Layout Cell Count | 193 |
| Final routed DRC violation total | 0 |
| First-pass GRT wire length | 3.24 mm |
| Cell variety after synth | 32 |
| Pwr dens | 32.5 nW/µm² |
| TNS Setup | 0 ns |
| Synth Seq Share | 69.5% |
| Top-area cell share | 53.0% |
| Final hold violation count | 0 |
| Max-slew violations | 0 |
| Clock latency on the worst-skew pair | 0 ns |
| Routed WL | 1.86 mm |
| Chip area | 5970 µm² |
| Fillers | 538 |
| Flop2flop setup slack | 0.55 ns |
| Hold WS | 0.362 ns |
| Antenna diodes | 0 |
| Core Region | 5470 µm² |
| Synth flops | 44 |
==> how the worst min path moves through the flow <==
stage	startpoint	end	slack [ns]	cells past startpoint
6_report	new_clk	new_clk	0.36	1
5_1_grt	new_clk	new_clk	0.38	1
4_1_cts	new_clk	new_clk	0.36	1
==> placed cells by master, fill, tap and decap left out, types with 2 or more instances in the layout <==
master	count
nor3_1	3
nand4_1	2
nor4_1	3
ha_1	4
nor2_1	8
o21ai_0	2
nand2b_4	4
nand4b_1	2
edfxtp_1	30
and3_1	2
nand2_1	3
inv_1	6
nor3b_1	2
nand3b_1	4
dfxtp_1	14
and2_1	8
clkdlybuf4s50_1	8
==> stage by stage <==
step | power (mW) | area, µm²
after floorplan | 0.0476 | 1700
after global placement | 0.0596 | 1840
after detailed placement | 0.0601 | 1840
after CTS | 0.0601 | 1840
after global routing | 0.0614 | 1840
final | 0.0599 | 1840
==> area by class of cell <==
| cell class | count | area [µm²] | share of cell area [%] |
|---|---|---|---|
| Sequential cell | 44 | 1180 | 64.1 |
| Multi-Input combinational cell | 62 | 462 | 25.1 |
| Tap cell | 72 | 90.1 | 4.89 |
| Timing Repair Buffer | 9 | 87.6 | 4.75 |
| Inverter | 6 | 22.5 | 1.22 |
==> where the power goes <==
| group | internal [mW] | total [mW] | switching, mW |
|---|---|---|---|
| combinational | 0.00720 | 0.0131 | 0.00588 |
| clock | 0 | 0 | 0 |
| sequential | 0.0468 | 0.0468 | 0 |
| total | 0.0540 | 0.0599 | 0.00588 |
==> kinds of logic (layout without fill, tap and decap cells) <==
group,Yosys count,in the layout,share of synthesized area [%]
and+or+nand+nor,50,50,20.9
buffers and inverters,9,15,3.31
DFF,44,44,69.5
AOI/OAI and AO/OA,7,7,3.09
adders and majority gates,4,4,2.95
other,1,1,0.221
==> layer usage <==
layer  up-vias  part of all wire (%)
met5         -                     0
met4         0                     0
met3         0                   2.0
met2        13                    50
met1       386                    48
li1        421                     -
No activity file was given, so power comes from the tool's default toggle rates.
