--- ./design.v ---
`timescale 1ns / 1ps
module AntiJitter(
	input clk, input I, output reg O
);
	parameter WIDTH = 20;
	reg [WIDTH-1:0] cnt = 0;
	always @ (posedge clk)
	begin
		if(I)
		begin
			if(&cnt)
				O <= 1'b1;
			else
				cnt <= cnt + 1'b1;
		end
		else
		begin
			if(|cnt)
				cnt <= cnt - 1'b1;
			else
				O <= 1'b0;
		end
	end
endmodule
`timescale 1ns / 1ps
module Keypad(
	input clk, inout [3:0] keyX, inout [4:0] keyY,
	output reg [4:0] keyCode, output ready, output [8:0] dbg_keyLine
);
	reg state = 1'b0;
	reg [3:0] keyLineX;
	reg [4:0] keyLineY;
	assign keyX = state? 4'h0: 4'bzzzz;
	assign keyY = state? 5'bzzzzz: 5'h0;
	always @ (posedge clk)
	begin
		if(state)
			keyLineY <= keyY;
		else
			keyLineX <= keyX;
		state <= ~state;
	end
	assign dbg_keyLine = ~{keyLineY, keyLineX};
	wire ready_raw1 = (keyLineX == 4'b1110) | (keyLineX == 4'b1101) | (keyLineX == 4'b1011) | (keyLineX == 4'b0111);
	wire ready_raw2 = (keyLineY == 5'b11110) | (keyLineY == 5'b11101) | (keyLineY == 5'b11011) | (keyLineY == 5'b10111) | (keyLineY == 5'b01111);
	wire ready_raw = ready_raw1 & ready_raw2;
	always @*
	begin
		case(keyLineX)
		4'b1110: keyCode[1:0] <= 2'h0;
		4'b1101: keyCode[1:0] <= 2'h1;
		4'b1011: keyCode[1:0] <= 2'h2;
		default: keyCode[1:0] <= 2'h3;
		endcase
		case(keyLineY)
		5'b11110: keyCode[4:2] <= 3'h0;
		5'b11101: keyCode[4:2] <= 3'h1;
		5'b11011: keyCode[4:2] <= 3'h2;
		5'b10111: keyCode[4:2] <= 3'h3;
		5'b01111: keyCode[4:2] <= 3'h4;
		default: keyCode[4:2] <= 3'h7;
		endcase
	end
	AntiJitter #(4) rdyFilter(.clk(clk), .I(ready_raw), .O(ready));
endmodule
`timescale 1ns / 1ps
module Seg7Decode(
	input [31:0] hex, input [7:0] point, input [7:0] LE,
	output [63:0] pattern
);
	wire [63:0] digits;
	SegmentDecoder
		U0(.hex(hex[ 3: 0]), .segment(digits[ 6: 0])),
		U1(.hex(hex[ 7: 4]), .segment(digits[14: 8])),
		U2(.hex(hex[11: 8]), .segment(digits[22:16])),
		U3(.hex(hex[15:12]), .segment(digits[30:24])),
		U4(.hex(hex[19:16]), .segment(digits[38:32])),
		U5(.hex(hex[23:20]), .segment(digits[46:40])),
		U6(.hex(hex[27:24]), .segment(digits[54:48])),
		U7(.hex(hex[31:28]), .segment(digits[62:56]));
	assign {digits[63], digits[55], digits[47], digits[39], digits[31], digits[23], digits[15], digits[7]} = ~point;
	assign pattern[ 7: 0] = digits[ 7: 0] | {8{LE[0]}};
	assign pattern[15: 8] = digits[15: 8] | {8{LE[1]}};
	assign pattern[23:16] = digits[23:16] | {8{LE[2]}};
	assign pattern[31:24] = digits[31:24] | {8{LE[3]}};
	assign pattern[39:32] = digits[39:32] | {8{LE[4]}};
	assign pattern[47:40] = digits[47:40] | {8{LE[5]}};
	assign pattern[55:48] = digits[55:48] | {8{LE[6]}};
	assign pattern[63:56] = digits[63:56] | {8{LE[7]}};
endmodule
`timescale 1ns / 1ps
module Seg7Device(
	input clkIO, input [1:0] clkScan, input clkBlink,
	input [31:0] data, input [7:0] point, input [7:0] LES,
	output [3:0] sout, output reg [7:0] segment, output reg [3:0] anode
);
	wire [63:0] dispData;
	wire [31:0] dispPattern;
	Seg7Decode U0(.hex(data), .point(point),
		.LE(LES & {8{clkBlink}}), .pattern(dispData));
	Seg7Remap U1(.I(data), .O(dispPattern));
	ShiftReg #(.WIDTH(64)) U2(.clk(clkIO), .pdata(dispData), .sout(sout));
	always @*
		case(clkScan)
		2'b00: begin segment <= ~dispPattern[ 7: 0]; anode <= 4'b1110; end
		2'b01: begin segment <= ~dispPattern[15: 8]; anode <= 4'b1101; end
		2'b10: begin segment <= ~dispPattern[23:16]; anode <= 4'b1011; end
		2'b11: begin segment <= ~dispPattern[31:24]; anode <= 4'b0111; end
		endcase
endmodule
`timescale 1ns / 1ps
module Seg7Remap(
	input [31:0] I, output [31:0] O
);
	assign O[ 7: 0] = {I[24], I[12], I[5], I[17], I[25], I[16], I[4], I[0]};
	assign O[15: 8] = {I[26], I[13], I[7], I[19], I[27], I[18], I[6], I[1]};
	assign O[23:16] = {I[28], I[14], I[9], I[21], I[29], I[20], I[8], I[2]};
	assign O[31:24] = {I[30], I[15], I[11],I[23], I[31], I[22], I[10],I[3]};
endmodule
`timescale 1ns / 1ps
module SegmentDecoder(
	input [3:0] hex, output reg [6:0] segment
);
	always @*
	begin
		case(hex)
			4'h0: segment[6:0] <= 7'b1000000;
			4'h1: segment[6:0] <= 7'b1111001;
			4'h2: segment[6:0] <= 7'b0100100;
			4'h3: segment[6:0] <= 7'b0110000;
			4'h4: segment[6:0] <= 7'b0011001;
			4'h5: segment[6:0] <= 7'b0010010;
			4'h6: segment[6:0] <= 7'b0000010;
			4'h7: segment[6:0] <= 7'b1111000;
			4'h8: segment[6:0] <= 7'b0000000;
			4'h9: segment[6:0] <= 7'b0010000;
			4'hA: segment[6:0] <= 7'b0001000;
			4'hB: segment[6:0] <= 7'b0000011;
			4'hC: segment[6:0] <= 7'b1000110;
			4'hD: segment[6:0] <= 7'b0100001;
			4'hE: segment[6:0] <= 7'b0000110;
			4'hF: segment[6:0] <= 7'b0001110;
		endcase
	end
endmodule
`timescale 1ns / 1ps
module ShiftReg(clk, pdata, sout);
	parameter WIDTH = 16;
	parameter DELAY = 12;
	input clk;
	input [WIDTH - 1:0] pdata;
	output [3:0] sout;
	assign sout = {sck, sdat, oe, clrn};
	wire sck, sdat, clrn;
	reg oe;
	reg [WIDTH:0] shift;
	reg [DELAY-1:0] counter = -1;
	wire sckEn;
	assign sckEn = |shift[WIDTH - 1:0];
	assign sck = ~clk & sckEn;
	assign sdat = shift[WIDTH];
	assign clrn = 1'b1;
	always @ (posedge clk)
	begin
		if(sckEn)
			shift <= {shift[WIDTH - 1:0], 1'b0};
		else
		begin
			if(&counter)
			begin
				shift <= {pdata, 1'b1};
				oe <= 1'b0;
			end
			else
				oe <= 1'b1;
			counter <= counter + 1'b1;
		end
	end
endmodule
`timescale 1ns / 1ps
module Top(
	input clk,
	input rstn,
	input [15:0]SW,
	output hs,
	output vs,
	output [3:0] r,
	output [3:0] g,
	output [3:0] b,
	output SEGLED_CLK,
	output SEGLED_CLR,
	output SEGLED_DO,
	output SEGLED_PEN,
   output LED_CLK,
	output LED_CLR,
	output LED_DO,
	output LED_PEN,
	inout [4:0]BTN_X,
	inout [3:0]BTN_Y,
	output buzzer
    );
	reg [31:0]clkdiv;
	always@(posedge clk) begin
		clkdiv <= clkdiv + 1'b1;
	end
	assign buzzer = 1'b1;
	wire [15:0] SW_OK;
	AntiJitter #(4) a0[15:0](.clk(clkdiv[15]), .I(SW), .O(SW_OK));
	wire [4:0] keyCode;
	wire keyReady;
	Keypad k0 (.clk(clkdiv[15]), .keyX(BTN_Y), .keyY(BTN_X), .keyCode(keyCode), .ready(keyReady));
	wire [31:0] segTestData;
	wire [3:0]sout;
   Seg7Device segDevice(.clkIO(clkdiv[3]), .clkScan(clkdiv[15:14]), .clkBlink(clkdiv[25]),
		.data(segTestData), .point(8'h0), .LES(8'h0),
		.sout(sout));
	assign SEGLED_CLK = sout[3];
	assign SEGLED_DO = sout[2];
	assign SEGLED_PEN = sout[1];
	assign SEGLED_CLR = sout[0];
	reg [9:0] x;
	reg [8:0] y;
 	reg [11:0] vga_data;
 	wire [9:0] col_addr;
 	wire [8:0] row_addr;
	wire [19:0] x_sqr, y_sqr, r_sqr;
	vgac v0 (
		.vga_clk(clkdiv[1]), .clrn(SW_OK[0]), .d_in(vga_data), .row_addr(row_addr), .col_addr(col_addr), .hs(hs), .vs(vs)
	);
	reg wasReady;
	reg [9:0] radius = 10'd15;
	assign {r,g,b} = {12'h0};
	always @(posedge clk) begin
		if (!rstn) begin
			x <= 10'd320;
			y <= 9'd240;
			radius <= 10'd15;
		end else begin
			wasReady <= keyReady;
			if (!wasReady&&keyReady) begin
				case (keyCode)
					5'h10: radius <= radius - 10'd5;
					5'h12: radius <= radius + 10'd5;
					5'hc: x <= x - 10'd20;
					5'he: x <= x + 10'd20;
					5'h9: y <= y - 9'd20;
					5'h11: y <= y + 9'd20;
					default: ;
				endcase
			end
		end
	end
	assign x_sqr = (x - col_addr) * (x - col_addr);
	assign y_sqr = (y - row_addr) * (y - row_addr);
	assign r_sqr = radius * radius;
	always@(*)
	vga_data = 12'hfff;
	assign segTestData = {7'b0,x,8'b0,y};
	wire [15:0] ledData;
	assign ledData = SW_OK;
	ShiftReg #(.WIDTH(16)) ledDevice (.clk(clkdiv[3]), .pdata(~ledData), .sout({LED_CLK,LED_DO,LED_PEN,LED_CLR}));
endmodule
`timescale 1ns / 1ps
module vgac (vga_clk,clrn,d_in,row_addr,col_addr,rdn,hs,vs);  
   input     [11:0] d_in;      
   input            vga_clk;   
   input            clrn;
   output reg [8:0] row_addr;  
   output reg [9:0] col_addr;  
	reg [3:0] r,g,b;  
   output reg       rdn;       
   output reg       hs,vs;     
   reg [9:0] h_count;  
   always @ (posedge vga_clk) begin
       if (!clrn) begin
           h_count <= 10'h0;
       end else if (h_count == 10'd799) begin
           h_count <= 10'h0;
       end else begin 
           h_count <= h_count + 10'h1;
       end
   end
   reg [9:0] v_count;  
   always @ (posedge vga_clk or negedge clrn) begin
       if (!clrn) begin
           v_count <= 10'h0;
       end else if (h_count == 10'd799) begin
           if (v_count == 10'd524) begin
               v_count <= 10'h0;
           end else begin
               v_count <= v_count + 10'h1;
           end
       end
   end
    wire  [9:0] row    =  v_count - 10'd35;      
    wire  [9:0] col    =  h_count - 10'd143;     
    wire        h_sync = (h_count > 10'd95);     
    wire        v_sync = (v_count > 10'd1);      
    wire        read   = (h_count > 10'd142) &&  
                         (h_count < 10'd783) &&  
                         (v_count > 10'd34)  &&  
                         (v_count < 10'd515);    
    always @ (posedge vga_clk) begin
        row_addr <=  row[8:0];  
        col_addr <=  col;       
        rdn      <= ~read;      
        hs       <=  h_sync;    
        vs       <=  v_sync;    
        r        <=  rdn ? 4'h0 : d_in[3:0];  
        g        <=  rdn ? 4'h0 : d_in[7:4];  
        b        <=  rdn ? 4'h0 : d_in[11:8];  
    end
endmodule
--- ./run.sh ---
#!/bin/bash
# OpenROAD 26Q1-2900-gdf79404cd8, Yosys 0.63+post, stock flow scripts
make -C /OpenROAD-flow-scripts/flow DESIGN_CONFIG=/design/flow/config.mk WORK_HOME=/design/flow/orfs finish
--- ./config.mk ---
export PLATFORM = sky130hd
export DESIGN_NAME = Top
export DESIGN_NICKNAME = Top
export VERILOG_FILES = /design/flow/design.v
export SDC_FILE = /design/flow/constraint.sdc
export NUM_CORES = 4
export LEC_CHECK = 1
export CORE_UTILIZATION = 50
--- ./constraint.sdc ---
current_design Top

set clk_period 6.8
set clk_io_pct 0.2

create_clock -name clk0 -period $clk_period [get_ports {clk}]

set non_clock_inputs [all_inputs -no_clocks]
set_input_delay [expr $clk_period * $clk_io_pct] -clock clk0 $non_clock_inputs
set_output_delay [expr $clk_period * $clk_io_pct] -clock clk0 [all_outputs]
==> impl_metrics.py <==
# Physical implementation metrics
metrics = {
    "critical_path": {
        "max_stage_delay_ns": 0.47,
        "crit_fanout": 15,
        "slowest_stage": "clkdlybuf4s50_1",
        "worst-path-buf-inv": 1,
        "setup.worst_path.end_class": "output port",
        "crit_family": "buffers and inverters",
        "crit_arrival_ns": 1.22,
        "critPathKind": "register to output port",
        "cp_data_required_time_ns": 5.44,
        "worstPathCellList": "nor2_1, clkdlybuf4s50_1",
        "cp-start-kind": "register",
    },
    "pwr": {
        "p_per_area_nw_per_um2": 26.8,
        "leakage_nw": 4.20,
        "vdd_drop_max_mv": 0.0627,
    },
    "clock_tree": {
        "numCtsBuffers": 3,
        "ctsLongestPathBuffers": 2,
        "insertion_delay_ns": 0.24,
        "ctsResizeCount": 0,
        "clk_pin_slew_ns": 0.05,
        "cts_root_buf": "clkbuf_16",
        "post_cts_buffers": 0,
        "cts_tree": "yes",
        "htree_levels": 1,
        "cts_hold_buf": 0,
    },
    "timing": {
        "finalHoldViolations": 0,
        "unclocked_regs": 210,
        "max_freq_mhz": 388,
        "untimed_endpoints": 402,
        "rsz0062_at_grt": "no",
        "post-route-period-util_pct": 37.9,
        "tns_ns": 0,
        "fin_ws_ns": 4.22,
        "worst_pin_slew_ns": 0.824,
        "slew_headroom_pct": 45.1,
        "setup_viol": 0,
        "finClkSkew_ns": 0.00199,
        "drv_slew": 0,
        "fin_crit_ns": 2.58,
    },
    "placement": {
        "dp_hpwl_um": 10400,
        "place_ws_ns": 4.42,
        "globalplace.congestion": 0.805,
        "io_buffers": 24,
    },
    "synthesis": {
        "synth_area_sq_um": 10500,
        "yosys_area_sq_um": 10500,
        "yosys_warnings": 10,
        "syn_avg_cell_area_sq_um": 13.0,
        "yosys-top-cells-count": "186 x edfxtp_1, 61 x inv_1, 58 x xnor2_1, 49 x clkbuf_1, 40 x ha_1",
        "top_cells_by_area": "edfxtp_1 53%, dfxtp_1 5.7%, xnor2_1 4.8%",
        "synth_top_cell_by_count": "edfxtp_1",
        "yosysSeqAreaShare_pct": 61.2,
        "yosysUniqueCellTypes": 40,
        "top_area_share_pct": 53.1,
        "async_flop_share_pct": 4.42,
        "edf_count": 186,
        "ys.flop_type": "edfxtp_1",
        "yosys.area.top_type": "edfxtp_1",
        "numSynthFlops": 226,
        "postSynthCellCount": 810,
        "yosysCellCount": 810,
    },
    "routing": {
        "drt-total-wl_um": 14200,
        "vias": 5474,
        "first_pass_iters": 4,
        "wire_per_inst_um": 13.4,
        "drt-initial-drc-count": 319,
        "ant_nets": 0,
        "viasPerCell": 5.18,
        "drc": 0,
    },
    "floorplan": {
        "core.rowCount": 52,
        "fp_util_pct": 51.5,
        "die_x_um": 147,
        "die_h_um": 147,
        "num_io_pins": 50,
        "core_sq_um": 20400,
        "dieArea_sq_um": 21600,
    },
    "global_routing": {
        "antenna_found_initial": 1,
        "grt-ovfl-total": 0,
        "grt_max_degree": 102,
        "grt_usage_pct": 14.7,
        "first_global_vias": 5353,
        "grt_pass1_wl_um": 24900,
    },
    "flow_run": {
        "tool_warnings": 32,
        "max_cap_violations": 0,
    },
    "final_layout": {
        "layout-drive-gt1-share_pct": 4.46,
        "area_growth_pct": 3.64,
    },
    "run_status": {
        "outcome": "complete, no violations",
    },
    "hold_path": {
        "worstHoldPathType": "register to register",
    },
}
[flip-flops by register name, indices dropped and copies added (netlist names)]
name and cells:
segDevice.U2.oe 1, v0.vs 1, v0.hs 1, ledDevice.shift 17, segDevice.U2.shift 65, v0.v_count 10
ledDevice.counter 12, clkdiv 16, a0.O 16, v0.h_count 10, segDevice.U2.counter 12, a0.cnt 64
ledDevice.oe 1
[metrics by stage]
step / util (%) / instance area (sq um) / instances / power [mW] / hold WS (ns)
floorplan: - / 10600 / 832 / 0.158 / 0.371
global placement: 52.9 / 10800 / 1051 / 0.168 / 0.378
detailed placement: 52.9 / 10800 / 1051 / 0.171 / 0.390
CTS: 53.3 / 10900 / 1055 / 0.296 / 0.401
global route: 53.3 / 10900 / 1055 / 0.311 / 0.408
finish: 53.3 / 10900 / 1056 / 0.292 / 0.398
[cell type report]
type	instances	area [sq um]
repair buffers	29	278
well taps	270	338
flip-flops and latches	226	6440
multi-input cells	465	3520
diodes	1	2.50
fillers	1651	9540
inverters	61	229
clock buffers	4	88.8
[routing by layer]
layer	GRT usage, %	part of all wire, %	up-vias
met5	0	0	-
li1	-	-	2764
met4	0.515	0.40	0
met1	27.5	51	2608
met2	21.6	45	98
met3	2.41	3.6	4
[layout by cell type (no fill, tap or decap), drive strengths merged, types with 2 or more instances in the layout]
| cell | Yosys | layout |
|---|---|---|
| o21bai | 21 | 21 |
| a21o | 16 | 16 |
| nand4 | 19 | 19 |
| fa | 16 | 16 |
| buf | 31 | 5 |
| ha | 40 | 40 |
| nand3 | 39 | 39 |
| clkbuf | 49 | 4 |
| a21oi | 20 | 20 |
| xnor2 | 58 | 58 |
| nor2 | 31 | 31 |
| nor4 | 22 | 22 |
| inv | 61 | 61 |
| dfxtp | 30 | 30 |
| mux2i | 2 | 2 |
| o21ai | 17 | 17 |
| o21a | 18 | 18 |
| nor3 | 10 | 10 |
| and2 | 4 | 4 |
| and4 | 6 | 6 |
| and3 | 24 | 24 |
| nand2 | 19 | 19 |
| edfxtp | 186 | 186 |
| or4 | 17 | 17 |
| clkdlybuf4s50 | 0 | 24 |
| conb | 2 | 24 |
| xor2 | 35 | 35 |
| dfrtp | 10 | 10 |
[path summary, 6_finish.rpt]
kind | from | end | slack, ns | cells past startpoint
worst min-delay path | clkdiv[0] | clkdiv[0] | 0.40 | 1
worst min register to register | clkdiv[0] | clkdiv[0] | 0.40 | 1
worst max register to register | clkdiv[3] | clkdiv[15] | 4.49 | 5
worst max-delay path | clkdiv[3] | LED_CLK | 4.22 | 2
[power breakdown]
| part | internal (mW) | switching, mW | leakage, nW |
|---|---|---|---|
| clock | 0.0892 | 0.0352 | 0.0442 |
| combinational | 0.0329 | 0.0315 | 1.79 |
| sequential | 0.104 | 0 | 2.36 |
| total | 0.226 | 0.0667 | 4.20 |
[logic make-up after synthesis]
group	synth area share [%]
buf+inv	6.09
other cells	0.0714
xor+xnor	7.75
mux	0.190
fa+ha+maj	7.81
compound gates	6.33
simple gates	10.5
flops	61.2
Power figures rest on the tool's default switching activity, not on a simulated workload.
